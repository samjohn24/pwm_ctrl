==> design/flow/run.sh <==
#!/bin/bash
# OpenROAD 26Q1-2900-gdf79404cd8, Yosys 0.63+post, stock flow scripts
make -C /OpenROAD-flow-scripts/flow DESIGN_CONFIG=/design/flow/config.mk WORK_HOME=/design/flow/orfs finish
==> design/flow/config.mk <==
export PLATFORM = sky130hd
export DESIGN_NAME = pwm_ctrl
export DESIGN_NICKNAME = pwm_ctrl
export VERILOG_FILES = /design/flow/design.v
export SDC_FILE = /design/flow/constraint.sdc
export NUM_CORES = 4
export LEC_CHECK = 1
export CORE_UTILIZATION = 40
==> design/flow/constraint.sdc <==
current_design pwm_ctrl

set clk_period 4.0
set clk_io_pct 0.2

create_clock -name clk0 -period $clk_period [get_ports {clock}]

set non_clock_inputs [all_inputs -no_clocks]
set_input_delay [expr $clk_period * $clk_io_pct] -clock clk0 $non_clock_inputs
set_output_delay [expr $clk_period * $clk_io_pct] -clock clk0 [all_outputs]
==> design/flow/design.v <==
module pwm_ctrl #(
  parameter 	NUM_CH = 8,
  parameter 	CNT_WIDTH = 16
)(
  input clock, 
  input resetn, 
  input read, 
  input write, 
  input [5:0] address,
  input chipselect,
  input [3:0] byteenable,
  input [31:0] writedata,
  output [31:0] readdata,
  output logic [NUM_CH-1:0] 	pwm_out_ff
);
localparam CTRL_1_REG_ADDR   = 10'h0;
localparam CTRL_2_REG_ADDR   = 10'h1;
localparam CH_CTRL_REG_ADDR  = 10'h2;
logic [NUM_CH-1:0]      ch_en_ff;
logic [CNT_WIDTH-1:0]   cnt_max_ff;
logic [CNT_WIDTH-1:0]   ch_duty_ff [NUM_CH-1:0];
logic [CNT_WIDTH-1:0]   cnt_ff;
integer i, k, l;
genvar j;
logic [3:0] local_byteenable;
logic ctrl_1_reg_sel;
logic ctrl_2_reg_sel;
logic [NUM_CH-1:0] ch_duty_n_reg_sel;
logic [31:0] ctrl_1_read_data;
logic [31:0] ctrl_2_read_data;
logic [31:0] ch_duty_n_read_data;
logic [31:0] byteenable_ext;
logic [63:0] byteenable_ext_2;
assign ctrl_1_reg_sel   = address == CTRL_1_REG_ADDR;
assign ctrl_2_reg_sel   = address == CTRL_2_REG_ADDR;
always_comb
for (i = 0; i < NUM_CH ; i=i+1)
  begin
  ch_duty_n_reg_sel[i]  = address == (CH_CTRL_REG_ADDR + i);
  end
assign local_byteenable = (chipselect & write) ? byteenable : 4'd0;
assign readdata = (ctrl_1_read_data   & {32{ctrl_1_reg_sel}}) |
		  (ctrl_2_read_data   & {32{ctrl_2_reg_sel}}) |
		  ch_duty_n_read_data ;
assign byteenable_ext = {{8{local_byteenable[3]}},
			 {8{local_byteenable[2]}},
			 {8{local_byteenable[1]}},
			 {8{local_byteenable[0]}}};
always_ff@(posedge clock, negedge resetn)
  if (!resetn)
    cnt_max_ff <= {CNT_WIDTH{1'b1}};
  else if (ctrl_1_reg_sel)
    cnt_max_ff <=  ~byteenable_ext & cnt_max_ff |
                    byteenable_ext & writedata;		  
assign ctrl_1_read_data = cnt_max_ff;
always_ff@(posedge clock, negedge resetn)
  if (!resetn)
    ch_en_ff <= {NUM_CH{1'b0}};
  else if (ctrl_2_reg_sel)
    ch_en_ff <= ~byteenable_ext & ch_en_ff | 
          	 byteenable_ext & writedata;
assign ctrl_2_read_data = ch_en_ff;
generate
  for (j=0; j<NUM_CH; j=j+1) 
  begin: ch_duty
    always_ff@(posedge clock, negedge resetn)
    begin
      if (!resetn)
        ch_duty_ff[j] <= {CNT_WIDTH{1'b0}};
      else if (ch_duty_n_reg_sel[j])
        ch_duty_ff[j] <= ~byteenable_ext & ch_duty_ff[j] | 
          	          byteenable_ext & writedata;
    end
  end
endgenerate
always_comb
begin
  ch_duty_n_read_data = 32'd0;
  for (k=0; k<NUM_CH; k=k+1)
     ch_duty_n_read_data = ch_duty_n_read_data | 
			   ({{{32-CNT_WIDTH}{1'b0}},ch_duty_ff[k]} &
			   {32{ch_duty_n_reg_sel[k]}});
end
always_ff@(posedge clock, negedge resetn)
  if (!resetn)
    cnt_ff <= 'd0;
  else if (!(|ch_en_ff) || cnt_ff == cnt_max_ff)
    cnt_ff <= 'd0;
  else 
    cnt_ff <= cnt_ff + 1;
always_ff@(posedge clock, negedge resetn)
  if (!resetn)
    pwm_out_ff <= {NUM_CH{1'b0}};
  else for (l=0; l<NUM_CH; l=l+1) 
    pwm_out_ff[l] <= (cnt_ff < ch_duty_ff[l]) && ch_en_ff[l];
endmodule
==> impl_metrics.env <==
# physical design summary
export IMPL_cts_sinks=176
export IMPL_ys_area_sq_mm=0.0109
export IMPL_tightestPinTransition_ns=0.838
export IMPL_routed_wirelength_um=27900
export IMPL_critical_path_class="in2out"
export IMPL_skew_ns=0.00845
export IMPL_yosysWarnings=2
export IMPL_avgViaCountPerCell=5.53
export IMPL_cp_startpoint="address[3]"
export IMPL_h_tree_depth=4
export IMPL_track_usage_pct=21.5
export IMPL_worstReg2RegEnd="pwm_out_ff[3]$_DFF_PN0_"
export IMPL_top_usage_layer="met1"
export IMPL_n_antenna_cell=0
export IMPL_ctsHoldBuffers=0
export IMPL_gp_congestion=0.910
export IMPL_yosys_stat_seqShare_pct=40.7
export IMPL_cts_resized=0
export IMPL_clk_pin_slew_worst_paths_ns=0.07
export IMPL_top_cells_by_count="dfrtp_1 (160), mux2_2 (136), inv_1 (126)"
export IMPL_ys_flop_type="dfrtp_1"
export IMPL_yosysMostFrequentCell="dfrtp_1"
export IMPL_syn_area_sq_mm=0.0109
export IMPL_setup_viol=0
export IMPL_chip_area_sq_mm=0.0278
export IMPL_antenna_found_initial=0
export IMPL_grt_start_max_net_pins=103
export IMPL_synth_cells_yosys=1004
export IMPL_grt_use_met3_pct=4.24
export IMPL_grt_pass1_wl_um=44400
export IMPL_worstSkewPairLatency_ns=0.43
export IMPL_path_max_fanout=10
export IMPL_postCtsSetupRepairBufs=0
export IMPL_async_flop_share_pct=100
export IMPL_finalPower_uw=4030
export IMPL_area_growth_syn_to_layout_pct=13.9
export IMPL_routedWlPerCell_um=19.7
export IMPL_place_ws_ns=0.150
export IMPL_whs_ns=0.251
export IMPL_rows=59
export IMPL_yosysTopAreaCell="dfrtp_1"
export IMPL_fin_crit_ns=3.84
export IMPL_r2r_slack_ns=1.58
export IMPL_relSlewSlack_pct=44.1
export IMPL_overflow=0
export IMPL_warning_count=46
export IMPL_edf_count=0
export IMPL_ys_types=54
export IMPL_numCtsBuffers=17
export IMPL_rsz0062_at_grt="false"
export IMPL_synth_flops=176
export IMPL_maxCapViolations=0
export IMPL_met2_usage_pct=32.9
export IMPL_synth_top_area_share_pct=36.8
export IMPL_drt_initial_drc_count=461
export IMPL_grt_pass1_vias=7566
export IMPL_placement_io_buffers=51
export IMPL_worstSetupStartpointType="input port"
export IMPL_tns_ns=0
export IMPL_initCoreUtil_pct=41.3
export IMPL_remaining_drc_errors=0
export IMPL_dieWidth_um=167
export IMPL_clockRootBuffer="clkbuf_16"
export IMPL_rr_worst_depth=5
export IMPL_required_ns=3.20
export IMPL_ios=87
export IMPL_cts_tree="done"
export IMPL_vias=7819
export IMPL_end_kind="output pin"
export IMPL_syn_area_per_cell_sq_um=10.8
export IMPL_core_region_area_sq_mm=0.0264
export IMPL_max_freq_ghz=0.261
export IMPL_status="finished, final reports clean"
export IMPL_syn_inst=1004
export IMPL_finalMaxSlewViolations=0
export IMPL_setup_slack_ns=0.164
export IMPL_layout_drive_gt1_share_pct=21.2
export IMPL_dr_pass1_iters=5
export IMPL_ant_nets=0
export IMPL_min_path_type="in2async"
export IMPL_p_leak_uw=0.00591
export IMPL_die_h_um=167
export IMPL_top_cells_by_area="dfrtp_1 (37%), mux2_2 (14%), ha_1 (14%)"
export IMPL_crit_arrival_ns=3.04
export IMPL_powerDensity_mw_per_mm2=325
export IMPL_timing_rr_start="cnt_ff[1]$_DFF_PN0_"
export IMPL_clockBufferDepth=2
export IMPL_grtUsageMet1_pct=33.6
export IMPL_period_used_pct=95.9
export IMPL_place_hpwl_um=20400
export IMPL_ir_drop_mv=0.215
export IMPL_hold_viol=0
## metal layers
metal	share of wire, %	wire length [um]	vias to the layer above
met1	48	13400	3879
li1	-	-	3736
met5	0	0	-
met2	46	12800	179
met4	1.6	450	0
met3	4.5	1250	25
## through the flow
| stage | cell area, sq um | instances | util (%) |
|---|---|---|---|
| after floorplan | 10900 | 1019 | - |
| after global placement | 11800 | 1381 | 44.9 |
| after detailed placement | 11800 | 1381 | 44.9 |
| after CTS | 12400 | 1413 | 46.9 |
| after global routing | 12400 | 1413 | 47.0 |
| final | 12400 | 1413 | 47.0 |
## cell families after synthesis
logic type / after synthesis / synth area share, %
adders and majority gates: 121 / 13.9
muxes: 137 / 14.2
and+or+nand+nor: 187 / 9.91
buffers and inverters: 175 / 6.98
DFF: 176 / 40.7
xor gates and xnor gates: 30 / 2.42
other: 1 / 0.0345
AOI/OAI and AO/OA: 177 / 11.9
## area by class of cell
cell class                      count  area [sq um]
Clock buffer                       19           433
Timing Repair Buffer               76           762
Inverter                          126           473
Multi-Input combinational cell    668          5760
Sequential cell                   176          4420
Fill cell                        2320         14000
Tap cell                          335           419
Clock inverter                     13           114
## cell usage in the layout (no fill, tap or decap), types with 17 or more instances in the layout
| cell type | count |
|---|---|
| xor2_1 | 23 |
| nand3_1 | 25 |
| nor2_1 | 23 |
| a22o_1 | 18 |
| buf_4 | 20 |
| ha_1 | 121 |
| nand4_1 | 26 |
| nand2_1 | 39 |
| a21oi_1 | 26 |
| a22oi_1 | 32 |
| a221oi_1 | 18 |
| o21ai_0 | 27 |
| inv_1 | 126 |
| dfrtp_1 | 160 |
| mux2_2 | 136 |
| clkbuf_16 | 17 |
| clkdlybuf4s50_1 | 50 |
## worst max path at each step
stage | endpoint | slack [ns] | depth (start not counted)
6_report | readdata[6] | 0.16 | 8
5_1_grt | readdata[6] | 0.01 | 8
4_1_cts | readdata[6] | 0.15 | 8
## critical path, cell delays in order
cell and delay, ns:
clkdlybuf4s50_1 0.47, nor4b_4 0.36, nor3b_4 0.30, buf_4 0.24, a221oi_1 0.11, buf_4 0.15, nand4_1 0.11, clkdlybuf4s50_1 0.48
## power breakdown
part,total (uW),internal (uW),switching (uW)
registers,1970,1870,98.8
logic,472,213,259
clock network,1590,860,728
Power and IR drop assume default switching activity.
